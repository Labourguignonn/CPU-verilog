File: flow/run.sh
#!/bin/bash
# OpenROAD 26Q1-2900-gdf79404cd8, Yosys 0.63+post, stock flow scripts
make -C /OpenROAD-flow-scripts/flow DESIGN_CONFIG=/design/flow/config.mk WORK_HOME=/design/flow/orfs finish
File: flow/config.mk
export PLATFORM = sky130hd
export DESIGN_NAME = mux_pc
export DESIGN_NICKNAME = mux_pc
export VERILOG_FILES = /design/flow/design.v
export SDC_FILE = /design/flow/constraint.sdc
export NUM_CORES = 4
export LEC_CHECK = 1
export CORE_AREA = 10 10 96 96
export DIE_AREA = 0 0 106 106
File: flow/constraint.sdc
current_design mux_pc

set clk_period 8.0
set clk_io_pct 0.2

create_clock -name clk0 -period $clk_period

set non_clock_inputs [all_inputs -no_clocks]
set_input_delay [expr $clk_period * $clk_io_pct] -clock clk0 $non_clock_inputs
set_output_delay [expr $clk_period * $clk_io_pct] -clock clk0 [all_outputs]
File: flow/design.v
module mux_pc( 
    input wire [31:0] EPCOut, 
    input wire [31:0] zero, 
    input wire [31:0] ALUOut, 
    input wire [31:0] concatOut, 
    input wire [31:0] ALUresult,
    input wire [2:0] muxPCcontrol,
    output wire [31:0] muxPCOut
);
    assign muxPCOut = (muxPCcontrol == 3'b000) ? EPCOut :
     (muxPCcontrol == 3'b001) ? zero :
     (muxPCcontrol == 3'b010) ? ALUOut :
     (muxPCcontrol == 3'b011) ? concatOut :
     ALUresult; 
endmodule
==> flow_summary.toml <==
# implementation run metrics
[routing]
viasPerCell = 4.70
vias = 2016
drtAntennaViolNets = 0
drc = 0
drt_iter0_drc = 48
finalWirelength_um = 7940
wl_per_cell_um = 18.5
dr.pass1.iters = 4
diodes = 0

[timing]
slew_violations = 0
setup_tns_ns = 0
relSlewSlack_pct = 45.8
report.final.setup_viol = 0
fmax_mhz = 168
tightest_slew_ns = 0.813
final_hold_viol_count = 0
rsz0062_at_grt = "no"
holdWs_ns = 4.13
period_needed_ns = 5.94
period_used_pct = 74.3

[synth]
synthCells = 151
largest_area_cell = "mux2i_1"
ys.warnings.count = 0
ys_seq_share_pct = 0
synth_stat.cells = 151
syn_area_um2 = 1170
avgSynthCellArea_um2 = 7.76
top_cell_area_share_pct = 27.3
synth_cell_types = 12
area_leaders = "mux2i_1 27%, a32oi_1 24%, o211ai_1 20%, nand2_1 10%, buf_12 5.1%"
yosys-stat-area_um2 = 1170
common_cells = "32 x a32oi_1, 32 x mux2i_1, 32 x nand2_1, 31 x o211ai_1, 9 x buf_2"

[grt]
grt_pass1_wl_um = 12200
grt_max_degree = 35
globalRouteOverflowTotal = 0
antenna_found_initial = 0
grt_pass1_vias = 2132
grt_util_all_layers_pct = 13.1

[flow_run]
cap_violations = 0
tool_warnings = 32

[worst_hold_path]
hp-class = "primary input to primary output"
min-delay-start = "EPCOut[28]"

[power]
pwr-share-comb_pct = 100.0
power_frac_seq_pct = 0
leakage_nw = 1.09
internal-power_mw = 0.116
power.density_nw_per_um2 = 51.7
swShare_pct = 27.5
pwr-share-clk_pct = 0
switchingPower_mw = 0.0441
ir_drop_v = 0.0000351

[layout]
layout-drive-gt1-share_pct = 2.42
seq_cells = 0
fill_cells = 734
areaGrowthSynthToFinish_pct = 164
regArea_um2 = 0
n_clock_buffer = 0

[worst_setup_path]
critPathRequiredTime_ns = 6.40
critPathKind = "primary input to primary output"
cp-end-kind = "primary output"
start_kind = "primary input"
crit_fanout = 32
worst_ep_arrival_time_ns = 4.34
critPathLaunch = "muxPCcontrol[2]"

[floorplan]
die_w_um = 106
fp-utilization_pct = 16.3
fp.dieArea_um2 = 11200
fp-row-count = 31
die_h_um = 106
core_area_um2 = 7210
boundaryPins = 195

[cts]
ctsResizeCount = 0
cts_setup_buffers = 0
hold_buffers = 0

[placed_design]
numPortBuffers = 195
gp_congestion = 0.805
dpl.hpwl_um = 6590

[outcome]
run_status = "complete, no violations"
## logic make-up after synthesis
| group | after synthesis | share of synthesized area, % |
|---|---|---|
| buffers and inverters | 20 | 14.7 |
| AND-OR/OR-AND | 64 | 44.8 |
| AND/OR/NAND/NOR | 35 | 13.1 |
| multiplexers | 32 | 27.3 |
## through the flow
stage               power, mW  cell area (µm²)  worst slack (ns)  util (%)  cells
floorplan              0.0456             1170              4.15         -    151
global placement        0.162             3100              2.05      43.0    429
detailed placement      0.162             3100              2.02      43.0    429
CTS                     0.163             3100              2.02      43.0    429
global route            0.173             3100              1.85      43.0    429
finish                  0.160             3100              2.06      43.0    429
## critical path, cell delays in order
cell	delay, ns
clkdlybuf4s50_1	0.81
buf_4	0.41
nor2_4	0.63
a32oi_1	0.25
o211ai_1	0.14
clkdlybuf4s50_1	0.49
## power by group through the flow
| stage | Clock (mW) | Combinational, mW | Sequential (mW) |
|---|---|---|---|
| after CTS | 0 | 0.163 | 0 |
| after global routing | 0 | 0.173 | 0 |
| final | 0 | 0.160 | 0 |
## final cells by class
type / instances / area [µm²] / area share [%]
repair buffers: 199 / 1980 / 63.8
well taps: 99 / 124 / 4.00
multi-input cells: 131 / 1000 / 32.2
## metal layers
layer | part of all wire, % | global-route usage [%] | vias to the layer above
li1 | - | - | 986
met3 | 12 | 6.12 | 2
met5 | 0 | 0 | -
met4 | 0.076 | 0 | 0
met2 | 46 | 21.6 | 135
met1 | 42 | 16.4 | 893
## cells in the final DEF, fill, tap and decap left out, drive strengths merged
master	instances
nor2	1
nand2b	1
buf	5
a32oi	32
o211ai	32
nor3	1
clkdlybuf4s50	194
mux2i	32
nand2	32
## worst paths after layout
check | slack [ns] | to | cells past startpoint
setup / recovery | 2.06 | muxPCOut[8] | 6
hold / removal | 4.13 | muxPCOut[28] | 4
Power is estimated from default activity; no workload was simulated.
