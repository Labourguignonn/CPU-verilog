`./design.v`:
```
module div(  
    input wire clk,  
    input wire reset,  
    input wire divControl,  
    input wire [31:0] aInput,
    input wire [31:0] bInput,
    output reg [31:0] HI,   
    output reg [31:0] LO,   
    output reg err         
);
  reg [31:0] mod;
  reg [31:0] quoc;
  reg [31:0] A;
  reg [5:0] counter;  
  always @(posedge clk) begin
    if(divControl == 1'b1 && reset == 1'b0) begin 
      if(bInput == 32'b00000000000000000000000000000000) begin
        err = 1'b1;
      end
      else begin
        if(counter == 6'b000000) begin
          mod = bInput;
          quoc = aInput;
        end
        if(counter == 6'b100000) begin
          HI = A;
          LO = quoc;
        end
        {A, quoc} = {A, quoc} << 1;
        A = A - mod;
        if(A[31] == 1'b1) begin
          quoc[0] = 1'b0;
          A = A + mod;
        end
        else begin 
          quoc[0] = 1'b1;
        end
        counter = counter + 1;
      end
    end
    else if (divControl == 1'b0 || reset == 1'b1) begin
      mod = 32'b00000000000000000000000000000000;
      quoc = 32'b00000000000000000000000000000000;
      A = 32'b00000000000000000000000000000000;
      counter = 6'b000000;
      err = 0;     
    end
  end  
endmodule
```
`./run.sh`:
```
#!/bin/bash
# OpenROAD 26Q1-2900-gdf79404cd8, Yosys 0.63+post, stock flow scripts
make -C /OpenROAD-flow-scripts/flow DESIGN_CONFIG=/design/flow/config.mk WORK_HOME=/design/flow/orfs finish
```
`./config.mk`:
```
export PLATFORM = sky130hd
export DESIGN_NAME = div
export DESIGN_NICKNAME = div
export VERILOG_FILES = /design/flow/design.v
export SDC_FILE = /design/flow/constraint.sdc
export NUM_CORES = 4
export LEC_CHECK = 1
export CORE_UTILIZATION = 50
```
`./constraint.sdc`:
```
current_design div

set clk_period 22.7
set clk_io_pct 0.2

create_clock -name clk0 -period $clk_period [get_ports {clk}]

set non_clock_inputs [all_inputs -no_clocks]
set_input_delay [expr $clk_period * $clk_io_pct] -clock clk0 $non_clock_inputs
set_output_delay [expr $clk_period * $clk_io_pct] -clock clk0 [all_outputs]
```
==> reports/summary.txt <==
layout filler cell count: 1746
CTS tree: yes
RR Startpoint: counter[0]$_SDFFCE_PN0P_
core box area: 21200 µm²
#FFs+latches synth: 167
Worst slew margin: 48.3%
total negative slack: 0 ns
Post-Syn Area: 10800 µm²
CP max stage delay: 0.54 ns
Max-area cell share: 46.3%
Net Sw Frac: 43.8%
ys cells: 1081
asr flop ratio synth: 0%
top comb family, area: simple AND/OR/NAND/NOR gates
clock root buffer: clkbuf_16
DIE WIDTH: 149 µm
GR Overflow Total: 0
largest net degree at the start of global routing: 49
Worst EP required: 22.89 ns
final antenna-violating net count: 0
critical path's top delay family: AND-OR/OR-AND gates
most used cell, CP: nor2_1
std cell rows: 53
I/O pin count: 132
tool warnings: 31
gr usage total: 27.2%
fmax: 102 MHz
Total Wirelength: 27600 µm
crit end category: register
Min Hold Slack: 0.453 ns
hold_sp: A[31]$_SDFFCE_PN0P_
Setup crit start kind: primary input
Hold Path Depth: 0
RSZ-0062 raised after global routing: false
cts repair resizes: 0
area grow syn2layout: 20.3%
CTS Buf Count: 17
fin crit share: 43.0%
Avg Inst Size Synth: 10.0 µm²
WL/cell: 18.6 µm
Clock Sink Count: 167
layout cells sized above 1: 6.38%
Sequential Power Share: 24.9%
worst reg2reg setup slack: 14.97 ns
WP buf/inv: 1
vias: 8371
first-pass GRT wire length: 43700 µm
synthesis area per yosys: 10800 µm²
crit path max-delay cell type: clkdlybuf4s50_1
top cells by area: edfxtp_1 46%, ha_1 5.8%, nand2_1 5.0%
R2R depth: 28
hpwl dp: 19800 µm
warnings from Yosys: 1
Seq/Total Area, Yosys: 46.3%
Synth area leader: edfxtp_1
clk latency of the worst-skew pair: 0.44 ns
distinct cell type count of the synthesized netlist: 86
Main synth FF type: edfxtp_1
vias in the first global route: 7737
Basic Gates by Area: 18.2%
PD cells: 130 nW/µm²
postcts setup bufs: 0
adder share: 6.88%
Final Wtd Congestion: 0.928
worst-path cell chain: clkdlybuf4s50_1, nor2b_1, nand2_1, nand2_1, xnor2_1, ha_1, o21bai_1, o21ai_1, o2111ai_1, a31oi_2, a221o_1, a31oi_2, nor2_1, nor2_1, maj3_1, xor2_1, ha_1, nand3_1, a211oi_2, nor2_1, o21ba_2, o31ai_2, a221oi_1, mux2i_1
Die H: 149 µm
1st-iter DRT viols: 531
Crit Path Category: in2reg
Net Switching: 0.740 mW
Clock power frac: 18.3%
status: complete, no violations
cts hold-fix bufs: 0
arrival time worst endpoint: 9.96 ns
CTS H-tree depth: 4
crit-path max FO: 8
initial antenna violation count: 2
via/cell ratio: 5.64
mux cell area share after synthesis: 4.54%
most frequent cell after synthesis: edfxtp_1
final setup margin: 12.93 ns
Max Cap Violations: 0
router iterations before antenna repair: 5
ao+oa area frac: 14.5%
setup violators final: 0
Int Pwr: 0.949 mW
synth cell count leaders: 167 x edfxtp_1, 144 x nand2_1, 92 x nor2_1, 59 x a21oi_1
fraction of synthesized cell area in xor and xnor cells: 5.73%
Post-Synthesis Cells: 1081
final core utilization: 61.6%
Port Buffers: 131
DRC Markers: 0
Hold EP: HI[31]$_DFFE_PP_
CTS clk-pin slew, worst paths: 0.08 ns
flip-flops with a built-in enable: 167
CTS max path bufs: 2
FP Core Util: 51.2%
pre-CTS setup slack: 12.51 ns
Post-Route Skew: 0.0132 ns
minimum clock period: 9.77 ns
worst vdd rail ir drop: 80.3 µV
Lkg Pwr: 5.45 nW
Worst-Margin Slew: 0.776 ns
Fin. Hold Viols: 0
RR Endpoint: A[31]$_SDFFCE_PN0P_
Combinational Power Share: 56.8%
Hold Crit Class: reg2reg
Final Slew Violations: 0
Die ar.: 22300 µm²
## worst max-delay path by stage
stage     startpoint             endpoint  slack, ns  cells after the start
6_report   bInput[1]  A[31]$_SDFFCE_PN0P_      12.93                     24
5_1_grt    bInput[4]  A[25]$_SDFFCE_PN0P_      12.43                     24
4_1_cts    bInput[1]  A[31]$_SDFFCE_PN0P_      12.94                     24
## placed cells by master (no fill, tap or decap), drive strengths merged, types with 19 or more instances in the layout
master | synthesis | routed
o21ai | 44 | 44
nor2b | 20 | 20
clkdlybuf4s50 | 0 | 131
a21oi | 59 | 59
nand3 | 19 | 19
a21o | 22 | 22
and2 | 40 | 40
nor2 | 95 | 95
xnor2 | 45 | 45
xor2 | 25 | 25
edfxtp | 167 | 167
ha | 50 | 50
inv | 51 | 53
nand2 | 145 | 145
mux2i | 48 | 48
## state kept, by name (all words and copies together), names as in the netlist
register	count
counter	6
mod	32
HI	32
err	1
quoc	32
A	32
LO	32
## power by group through the flow
stage / Combinational (mW) / Sequential, mW / Clock, mW
4_1_cts: 0.951 / 0.420 / 0.314
5_1_grt: 1.06 / 0.426 / 0.326
6_report: 0.959 / 0.421 / 0.308
## metal layers
metal  track usage [%]  vias to the layer above  routed length, µm
li1                  -                     4172                  -
met1              47.8                     3936              13100
met2              38.8                      244              12400
met3              4.99                       19               1850
met4              2.76                        0                265
met5                 0                        -                  0
## area by class of cell
cell class	count	area, µm²	share of cell area (%)
timing repair buffer	142	1390	10.7
multi-input combinational	813	5420	41.6
tap	275	344	2.64
inverter	53	199	1.53
sequential	167	5010	38.5
clock buffer	17	425	3.26
clock inverter	15	230	1.77
antenna	2	5.00	0.0384
## logic make-up (layout without fill, tap and decap cells)
logic type / after synthesis / in the layout
buf+inv: 101 / 227
other cells: 0 / 2
compound gates: 229 / 229
fa+ha+maj: 62 / 62
simple gates: 403 / 403
mux: 49 / 49
flops: 167 / 167
xor+xnor: 70 / 70
## per-stage QoR
stage	power, mW	instances	area (µm²)
after global routing	1.81	1482	13000
final	1.69	1484	13000
after floorplan	1.17	1081	10800
after global placement	1.38	1450	12400
after detailed placement	1.37	1450	12400
after CTS	1.68	1482	13000
Power and IR drop assume default switching activity.
