## ./config.mk

```make
export PLATFORM = sky130hd
export DESIGN_NAME = mux_data
export DESIGN_NICKNAME = mux_data
export VERILOG_FILES = /design/flow/design.v
export SDC_FILE = /design/flow/constraint.sdc
export NUM_CORES = 4
export LEC_CHECK = 1
export CORE_AREA = 10 10 151 151
export DIE_AREA = 0 0 161 161
```

## ./constraint.sdc

```tcl
current_design mux_data

set clk_period 5.8
set clk_io_pct 0.2

create_clock -name clk0 -period $clk_period

set non_clock_inputs [all_inputs -no_clocks]
set_input_delay [expr $clk_period * $clk_io_pct] -clock clk0 $non_clock_inputs
set_output_delay [expr $clk_period * $clk_io_pct] -clock clk0 [all_outputs]
```

## ./design.v

```verilog
module mux_data(
    input wire [31:0] twotwensev,  
    input wire [31:0] loadOutUp,  
    input wire [31:0] ALUOut, 
    input wire [31:0] shiftleft,  
    input wire [31:0] HIout, 
    input wire [31:0] LOout, 
    input wire [31:0] shiftregout,
    input wire [31:0] LTout,
    input wire [2:0] dataControl,
    output wire [31:0] muxdataOut
);
    assign muxdataOut = (dataControl == 3'b000) ? twotwensev :
    (dataControl == 3'b001) ? loadOutUp :
    (dataControl == 3'b010) ? ALUOut :
    (dataControl == 3'b011) ? shiftleft :
    (dataControl == 3'b100) ? HIout :
    (dataControl == 3'b101) ? LOout :
    (dataControl == 3'b110) ? shiftregout :
    LTout;
endmodule
```

## ./run.sh

```bash
#!/bin/bash
# OpenROAD 26Q1-2900-gdf79404cd8, Yosys 0.63+post, stock flow scripts
make -C /OpenROAD-flow-scripts/flow DESIGN_CONFIG=/design/flow/config.mk WORK_HOME=/design/flow/orfs finish
```

==> summary.rpt <==
SYNTHESIS
---------------------------------------------------------------------------------
Area leader share ..................................................        20.6%
Post-synth area from yosys stat .................................... 0.00219 sq mm
Part of the Yosys area used for sequential elements ................           0%
Post-synth top cells ............................................... sky130_fd_sc_hd__nand2_1, sky130_fd_sc_hd__nor2_1, sky130_fd_sc_hd__mux4_2
Unique cell type count in the Yosys netlist ........................           34
Post-synthesis cell type with the largest instance count ........... sky130_fd_sc_hd__nand2_1
Average cell area after synthesis ..................................   9.20 sq um
Area of the mapped netlist ......................................... 0.00219 sq mm
Most area-hungry cell type in the Yosys netlist .................... sky130_fd_sc_hd__mux4_2
Number of instances in the synthesized netlist .....................          238
Yosys warning count ................................................            0
Number of standard cells reported by yosys .........................          238
Leading post-synthesis cells by cell area .......................... sky130_fd_sc_hd__mux4_2, sky130_fd_sc_hd__mux4_1, sky130_fd_sc_hd__mux2_1

WORST SETUP PATH
---------------------------------------------------------------------------------
Worst-path maximum fanout ..........................................           48
Kind of launch point of the worst setup path .......................    input pin
Worst setup path category ..........................................    in -> out
Start point of the critical path ................................... dataControl[1]
Crit path required time ............................................      4.64 ns
Capture point of the critical path ................................. muxdataOut[31]
Type of element capturing the critical path ........................ primary output
Data arrival time of the critical path .............................      3.37 ns

PLACED DESIGN
---------------------------------------------------------------------------------
Total placed cells including tap cells .............................          772
Number of buffer cells added on primary ports ......................          291
Placer Congestion ..................................................        0.868
Worst-case setup slack after placement .............................      1.29 ns
Placed wire-length estimate after detailed placement ...............     12800 um
Cell Area, Placed .................................................. 0.00525 sq mm

POWER
---------------------------------------------------------------------------------
Largest vdd supply drop ............................................    0.0490 mV
Leakage component of the power .....................................      1.88 nW
Pwr/cell area ...................................................... 73.4 mW/mm^2

OUTCOME
---------------------------------------------------------------------------------
Run status ......................................................... finished clean

FINAL LAYOUT
---------------------------------------------------------------------------------
FF+latch count .....................................................            0
Share of layout cells above drive strength 1 .......................        9.86%
Post-layout instance area .......................................... 0.00525 sq mm
Final cell count without fillers ...................................          772
Fin util ...........................................................        26.9%
Tally of clock buffers in the finished layout ......................            0
P&R area growth vs syn .............................................         140%
Sequential cell area ...............................................      0 sq um

DIE
---------------------------------------------------------------------------------
Core Density at Floorplan ..........................................        11.2%
Die Outline Area ................................................... 0.0259 sq mm
Placeable core region .............................................. 0.0195 sq mm
Horizontal die size ................................................       161 um
Core Rows ..........................................................           51
Number of top-level design ports ...................................          291
Vertical die size ..................................................       161 um

JOB
---------------------------------------------------------------------------------
Number of OpenROAD warnings ........................................           32
Number of maximum-capacitance violations ...........................            0

CLOCK TREE
---------------------------------------------------------------------------------
Number of setup buffers added after CTS ............................            0
Post-CTS Hold Fix Bufs .............................................            0
Resized cells post-CTS .............................................            0

ROUTING
---------------------------------------------------------------------------------
Diode insertion count for antenna repair ...........................            0
Vias after detailed routing ........................................         3178
Violation count after the first detailed-route iteration ...........          135
Wire per inst ......................................................      19.3 um
Number of DRC violations after detailed routing ....................            0
Via/cell ratio .....................................................         4.12
Number of optimization iterations in the first detailed-route pass .            4
Remaining antenna violation count after routing ....................            0
Wirelength, routed .................................................     14900 um

STA
---------------------------------------------------------------------------------
RSZ-0062 raised after global routing ...............................           no
Number of failing setup endpoints in the final timing report .......            0
Final hold violation count .........................................            0
Slew @ Worst Pin ...................................................     0.680 ns
Summed negative setup slack over all endpoints .....................         0 ns
Worst max-slew margin expressed relative to the limit ..............        54.6%
Final worst setup slack ............................................      1.27 ns
Max Fclk ...........................................................    0.221 GHz
Post-route clock period utilization ................................        78.0%
Min Tclk post-route ................................................      4.53 ns
Count of final max-slew check failures .............................            0

GRT
---------------------------------------------------------------------------------
Aggregate global routing overflow ..................................            0
Overall routing resource usage .....................................        10.7%
Number of global-route vias before repair ..........................         3513
Initial antenna violation count ....................................            0
Largest net degree at the start of global routing ..................           53
First-pass GRT wire length .........................................     21600 um

MIN PATH
---------------------------------------------------------------------------------
Class of the most critical hold timing path ........................    in -> out

logic make-up after synthesis:
family | count (synthesis) | share of synthesized area [%]
AND-OR/OR-AND | 91 | 31.5
buffers and inverters | 31 | 10.7
multiplexers | 55 | 44.2
AND/OR/NAND/NOR | 61 | 13.5
final cells by class:
class                      count  area [sq um]
fill                        2144         14300
tap                          265           332
multi-input combinational    207          1950
timing repair buffer         298          2960
inverter                       2          7.51
worst max-delay path, stage by stage:
cell,delay [ns]
sky130_fd_sc_hd__buf_4,0.46
sky130_fd_sc_hd__buf_4,0.47
sky130_fd_sc_hd__or2_1,0.30
sky130_fd_sc_hd__o22ai_1,0.16
sky130_fd_sc_hd__a221oi_2,0.22
sky130_fd_sc_hd__clkdlybuf4s50_1,0.51
how the worst min path moves through the flow:
stage                     startpoint        endpoint  slack (ns)  cells past startpoint
after global routing        HIout[6]   muxdataOut[6]        3.29                      4
final                      HIout[22]  muxdataOut[22]        3.24                      4
after CTS             dataControl[2]  muxdataOut[28]        3.22                      5
metal layers:
layer	vias to the layer above	share of wire (%)	global-route usage, %
met3	4	9.0	3.48
met2	161	48	18.0
met1	1474	43	13.8
li1	1539	-	-
met4	0	0.28	0.289
met5	-	0	0
cell usage in the layout, fill, tap and decap left out, types with 12 or more instances in the layout:
master	instances
sky130_fd_sc_hd__nand2_1	24
sky130_fd_sc_hd__a31oi_1	13
sky130_fd_sc_hd__o22ai_1	14
sky130_fd_sc_hd__a21oi_1	14
sky130_fd_sc_hd__clkdlybuf4s50_1	288
sky130_fd_sc_hd__a21o_1	12
sky130_fd_sc_hd__mux4_2	20
sky130_fd_sc_hd__nor2_1	23
sky130_fd_sc_hd__o221ai_1	12
power breakdown:
| part | switching, W | total [W] | internal (W) |
|---|---|---|---|
| clock network | 0 | 0 | 0 |
| registers | 0 | 0 | 0 |
| logic | 0.000114 | 0.000385 | 0.000271 |
metrics by stage:
step / total power, W / hold slack (ns)
2_1_floorplan: 0.000138 / 2.41
3_3_place_gp: 0.000388 / 3.21
3_5_place_dp: 0.000388 / 3.23
4_1_cts: 0.000390 / 3.22
5_1_grt: 0.000415 / 3.29
6_report: 0.000385 / 3.24
Power figures rest on the tool's default switching activity, not on a simulated workload.
