==> design.v <==
module mux_address(input wire [31:0] PCOut,  
              input wire [31:0] tft,  
              input wire [31:0] tff,  
              input wire [31:0] tfs,  
              input wire [31:0] ALU_Out,
              input wire [2:0] addressControl,
              output wire [31:0] addressOut
);
    assign addressOut = (addressControl == 3'b000) ? PCOut :
    (addressControl == 3'b001) ? tft :
    (addressControl == 3'b010) ? tff :
    (addressControl == 3'b011) ? tfs :
    ALU_Out;
endmodule
==> run.sh <==
#!/bin/bash
# OpenROAD 26Q1-2900-gdf79404cd8, Yosys 0.63+post, stock flow scripts
make -C /OpenROAD-flow-scripts/flow DESIGN_CONFIG=/design/flow/config.mk WORK_HOME=/design/flow/orfs finish
==> config.mk <==
export PLATFORM = sky130hd
export DESIGN_NAME = mux_address
export DESIGN_NICKNAME = mux_address
export VERILOG_FILES = /design/flow/design.v
export SDC_FILE = /design/flow/constraint.sdc
export NUM_CORES = 4
export LEC_CHECK = 1
export CORE_AREA = 10 10 120 120
export DIE_AREA = 0 0 130 130
==> constraint.sdc <==
current_design mux_address

set clk_period 13.3
set clk_io_pct 0.2

create_clock -name clk0 -period $clk_period

set non_clock_inputs [all_inputs -no_clocks]
set_input_delay [expr $clk_period * $clk_io_pct] -clock clk0 $non_clock_inputs
set_output_delay [expr $clk_period * $clk_io_pct] -clock clk0 [all_outputs]
==> Changelog: implementation <==
## Implementation

- 1st-iter DRT viols: 77
- Status: finished clean
- Port Buf Inserts: 195
- Setup TNS: 0 ns
- Fillers: 1,302
- Final setup viols: 0
- Top cell type by total area after synthesis: mux2i_1
- CP max-delay cell: nand2b_1
- Vias in the first global route: 2,216
- Worst Setup Start Kind: input port
- Worst slew pin tran: 0.851 ns
- Remaining antenna violation count: 0
- Number of vias per cell: between 4 and 5
- Unrepaired setup endpoints after global routing: no
- Die Area: 16,900 um^2
- Worst min path class: in -> out
- Hold-fix buffers, CTS: 0
- Crit-path max FO: 35
- Initial antenna violation count: 0
- Yosys cell count: 151
- Max Fclk: roughly 0.13 GHz
- GRT Total Usage: 9.33%
- Gr ovfl total: 0
- Chip width: about 130 um
- Drt first pass iters: 4
- Routability cong.: 0.828
- Total wire length: 8.62 mm
- Synth Seq Share: 0%
- Chip Height: 130 um
- Syn-to-layout area delta: 170%
- YS chip area: 1170 um^2
- Register area: 0 um^2
- Syn Inst Count: 151
- Final slew viol count: 0
- Cell variety after synth: 12
- Largest net degree at the start of global routing: 46
- Critical Path, Cell by Cell: clkdlybuf4s50_1, buf_4, nand2b_1, buf_4, o211ai_1, clkdlybuf4s50_1
- Largest stage delay, worst path: 0.58 ns
- Clkbuf count: 0
- Post-Syn Area: about 1200 um^2
- I/O Pins: 195
- Routed via count: 2,012
- Top cell excl fill/tap: clkdlybuf4s50_1
- CP endpoint kind: output pin
- Part of the cycle the worst path needs: 58.3%
- Post-DR wirelength/cell: around 18 um
- Ys Warns: 0
- Post-layout power: 0.0975 mW
- Util after Layout: 26.5%
- Floorplan core area: 11,900 um^2
- CP Data Arrival Time: ~5.1 ns
- Tool warnings: 32
- HPWL Detailed: 7.13 mm
- Share of post-route cells with drive strength above 1: 2.42%
- Top cells by area: mux2i_1 27%, a32oi_1 24%, o211ai_1 20%
- Fin crit period: 7.75 ns
- Peak supply drop: 0.00969 mV
- First-pass GRT wire length: 12.6 mm
- Endpoints failing hold: 0
- Seq cells: 0
- Syn avg cell area: 7.76 um^2
- Power per Cell Area: 30.8 nW/um^2
- Max-slew headroom: between 40% and 50%
- Diodes inserted: 0
- Total setup buffers inserted after CTS: 0
- Row Count: approximately 40
- CTS resizes: 0
- Cell leakage power: 1.09 nW
- Max Cap Viol: 0
- Yosys top cell area share: 27.3%
- Init Core Util: under 10%
- Worst hold margin: ~6.2 ns
- Top cells excl fill/tap: 194 x clkdlybuf4s50_1, 32 x mux2i_1, 32 x a32oi_1, 32 x nand2_1, 31 x o211ai_1
- Kind of critical path: in -> out
- Crit path required time: 10.64 ns
- Drc violations: 0
## path summary, 6_finish.rpt
path	from	end	slack (ns)	depth (start not counted)
max	addressControl[2]	addressOut[20]	5.55	6
min	PCOut[24]	addressOut[24]	6.24	4
## cell usage after synthesis
master	n
a32oi_1	32
buf_1	3
buf_12	3
buf_2	9
buf_6	5
mux2i_1	32
nand2_1	32
nand2b_1	1
nor2_4	1
nor3_4	1
o211ai_1	31
o211ai_2	1
## worst max-delay path, delay by kind of cell
kind | cells | cell delay (ns)
AND-OR/OR-AND | 1 | 0.15
AND/OR/NAND/NOR | 1 | 0.58
buffers and inverters | 4 | 1.68
## final cells by class
cell class | instances | area (um^2) | share of cell area [%]
multi-input combinational | 131 | 1000 | 31.6
tap | 147 | 184 | 5.82
timing repair buffer | 199 | 1980 | 62.5
## stage by stage
step	instances	setup slack [ns]	cell area, um^2
2_1_floorplan	151	7.33	1170
3_3_place_gp	477	5.59	3160
3_5_place_dp	477	5.52	3160
4_1_cts	477	5.51	3160
5_1_grt	477	5.37	3160
6_report	477	5.55	3160
## metal layers
metal	GRT usage (%)	part of all wire (%)	vias to the layer above
met5	0	0	-
li1	-	-	987
met1	11.2	40	914
met3	3.17	10	4
met4	0.463	0.56	0
met2	16.5	49	107
## cells by family (layout without fill, tap and decap cells)
family | count (synthesis) | count (layout) | synth area share, %
multiplexers | 32 | 32 | 27.3
AND/OR/NAND/NOR | 35 | 35 | 13.1
buffers and inverters | 20 | 199 | 14.7
AND-OR/OR-AND | 64 | 64 | 44.8
## power by group
group | internal [mW] | switching (mW)
Sequential | 0 | 0
Clock | 0 | 0
Combinational | 0.0698 | 0.0277
Total | 0.0698 | 0.0277
Power is estimated from default activity; no workload was simulated.
