$ cat design/flow/run.sh
#!/bin/bash
# OpenROAD 26Q1-2900-gdf79404cd8, Yosys 0.63+post, stock flow scripts
make -C /OpenROAD-flow-scripts/flow DESIGN_CONFIG=/design/flow/config.mk WORK_HOME=/design/flow/orfs finish
$ cat design/flow/config.mk
export PLATFORM = sky130hd
export DESIGN_NAME = mult
export DESIGN_NICKNAME = mult
export VERILOG_FILES = /design/flow/design.v
export SDC_FILE = /design/flow/constraint.sdc
export NUM_CORES = 4
export LEC_CHECK = 1
export CORE_UTILIZATION = 30
$ cat design/flow/constraint.sdc
current_design mult

set clk_period 14.1
set clk_io_pct 0.2

create_clock -name clk0 -period $clk_period [get_ports {clk}]

set non_clock_inputs [all_inputs -no_clocks]
set_input_delay [expr $clk_period * $clk_io_pct] -clock clk0 $non_clock_inputs
set_output_delay [expr $clk_period * $clk_io_pct] -clock clk0 [all_outputs]
$ cat design/flow/design.v
module mult(
  input wire clk,  
  input wire reset,  
  input wire multControl,
  input wire [31:0] aInput,
  input wire [31:0] bInput, 
  output reg [31:0] HI,  
  output reg [31:0] LO   
);
    reg [31:0] multiplicand;  
    reg [31:0] multiplier;    
    reg Q1;
    reg [31:0] A;
  	reg [5:0] counter;  
  	reg aux = 1;
  always @ (posedge clk) begin
    if(multControl == 1'b1 && reset == 1'b0) begin
      if(counter == 6'b000000) begin
        multiplier = aInput;
        multiplicand = bInput;
        counter = counter + 1;
      end
      else begin
        if(multiplier[0] == 1'b1 && Q1 == 1'b0) begin
          A = A - multiplicand;
        end
        else if(multiplier[0] == 1'b0 && Q1 == 1'b1) begin
          A = A + multiplicand;
        end
        {A, multiplier, Q1} = {A, multiplier, Q1} >> 1'b1;
        if(A[30] == 1'b1) begin
          A[31] = 1'b1;
        end         
        counter = counter + 1;
      end  
      if(counter == 6'b100001) begin
        LO = multiplier;
        HI = A;
      end
    end  
    else begin
      counter = 6'b000000;
      multiplier = 32'b00000000000000000000000000000000;
      multiplicand = 32'b00000000000000000000000000000000;
      Q1 = 1'b0;
      A = 32'b00000000000000000000000000000000;
    end
  end  
endmodule
==> results.cfg <==
; synthesis and place-and-route metrics
[routing]
drt_pass1_iterations = 5
avgViaCountPerCell = 5.19
drc = 0
wl_um = 32200
detail_route.wl_per_cell_um = 17.6
diodes = 0
ant_nets = 0
vias = 9480
drt_iter0_markers = 738

[clocking]
cts_resized = 0
tritoncts = yes
htreeDepth = 4
clock_sinks = 167
clk_latency_ps = 440
cts_buffers = 17
cts_hold_buf = 0
post-cts-setup-buffers = 0
clk_pin_slew_ps = 70
cts_buffer_depth = 2
root_buffer = clkbuf_16

[yosys]
yosys_warnings = 1
syn_avg_cell_area_um2 = 8.14
edf_count = 64
yosysTopAreaCellShare = 0.199
area_leaders = dfxtp_1 (20%), edfxtp_1 (19%), nand2_1 (8.5%)
synth_seq_share = 0.384
most_common_cell = nand2_1
ys.flops = 167
netlist_top_cells_count = nand2_1 (235), a21oi_1 (149), dfxtp_1 (103)
synth.cell_area_um2 = 10400
yosys_most_used_dff = dfxtp_1
ys_async_sr_fraction = 0
synth_top_cell_by_area = dfxtp_1
yosysChipArea_um2 = 10400
synth_cell_types = 82
synthCells = 1273
ys_cells = 1273

[layout]
finalNonFillerCells = 1828
final_cell_area_um2 = 12700
final_util = 0.375
area_delta_synth_final_pct = 22.2
fill_cells = 3411
drive_above_1_share = 0.0536

[hold_path]
min_delay_path_depth = 1
worst_hold_path_type = reg2reg

[final_timing]
final_hold_viol_count = 0
fin_ws_ps = 9190
fmax_mhz = 204
period_needed_ps = 4910
relSlewSlack = 0.520
setup_viol = 0
finClkSkew_ps = 13.5
final.period_utilization = 0.348
worstMarginPinSlew_ps = 709
rsz0062_at_grt = false
finalSetupTns_ps = 0
whs_ps = 464
drv_slew = 0

[die]
die_w_um = 188
fp-row-count = 67
boundaryPins = 131
chipArea_um2 = 35300
core_area_um2 = 33800
fp.dieH_um = 188
initCoreUtil = 0.307

[grt]
grt_pass1_wl_um = 50700
grt_usage = 0.188
grt_max_degree = 58
grt.overflow.total = 0
grt_pass1_vias = 9145
antenna_found_initial = 0

[outcome]
run_status = finished clean

[flow_run]
max_cap_violations = 0
warning_count = 58

[place]
pre_cts_slack_ps = 8690
dp_cells = 1796
io_buffer_count = 130
hpwl_um = 23400
placed_area_um2 = 12100
place_congestion = 0.947

[pwr]
p_per_area_nw_per_um2 = 95.7
p_leak_nw = 4.95
peakVddDrop_mv = 0.0922
total_power_mw = 1.21

[critical_path]
cp.arrival_ps = 4980
cp_max_fo = 43
crit_type = in2reg
cp-end-kind = flip-flop
r2r_cells = 11
cp_data_required_time_ps = 14170
critPathLaunchType = primary input
-- critical path: stages --
cell and delay, ps:
clkdlybuf4s50_1 520, nand2b_4 260, nor2_1 200, and3_2 550
buf_4 560
-- state kept, by name (all words and copies together) (netlist names) --
signal / count
multiplier: 32
Q1: 1
counter: 6
HI: 32
A: 32
LO: 32
multiplicand: 32
-- metal layers --
metal  track usage  up-vias  wire length (um)
met5             0        -                 0
met4        0.0372        0               705
met3        0.0254       40              1290
met2         0.312      237             15500
met1         0.269     4450             14700
li1              -     4753                 -
-- kinds of logic (layout without fill, tap and decap cells) --
kind of cell | after synthesis | count (layout) | share of synthesized area
and+or+nand+nor | 467 | 467 | 0.198
AOI/OAI and AO/OA | 394 | 394 | 0.250
DFF | 167 | 167 | 0.384
buffers and inverters | 148 | 255 | 0.0564
adders and majority gates | 67 | 67 | 0.0823
xor gates and xnor gates | 23 | 23 | 0.0202
muxes | 7 | 7 | 0.00809
-- layout make-up --
cell class / instances / area, um^2 / share of cell area
timing repair buffer: 148 / 1440 / 0.113
clock buffer: 18 / 429 / 0.0339
inverter: 75 / 282 / 0.0222
multi-input combinational: 958 / 5820 / 0.459
clock inverter: 14 / 161 / 0.0127
sequential: 167 / 3980 / 0.314
tap: 448 / 561 / 0.0442
-- cells in the final DEF, fill, tap and decap left out, types with 8 or more instances in the layout --
| cell type | n |
|---|---|
| a211oi_1 | 19 |
| a21o_1 | 17 |
| a21oi_1 | 149 |
| a221oi_1 | 12 |
| a31oi_1 | 21 |
| and2_1 | 22 |
| and3_1 | 9 |
| buf_4 | 18 |
| clkbuf_16 | 17 |
| clkdlybuf4s50_1 | 130 |
| dfxtp_1 | 103 |
| edfxtp_1 | 64 |
| ha_1 | 65 |
| inv_1 | 74 |
| nand2_1 | 235 |
| nand2b_1 | 8 |
| nand3_1 | 19 |
| nor2_1 | 94 |
| nor2b_1 | 14 |
| nor3_1 | 26 |
| nor4_1 | 10 |
| o211ai_1 | 10 |
| o21ai_0 | 55 |
| o21bai_1 | 10 |
| o31ai_1 | 16 |
| xnor2_1 | 20 |
-- worst paths after layout --
| check | endpoint | start | slack (ps) |
|---|---|---|---|
| setup / recovery | LO[1] | multControl | 9190 |
| hold / removal | counter[0] | counter[0] | 460 |
| setup reg to reg | HI[17] | A[0] | 10300 |
| hold reg to reg | counter[0] | counter[0] | 460 |
-- power breakdown --
part | leakage (nW) | switching (mW) | total (mW) | internal (mW)
clock | 0.284 | 0.227 | 0.464 | 0.238
sequential | 1.42 | 0.00884 | 0.522 | 0.513
combinational | 3.25 | 0.140 | 0.226 | 0.0857
Power figures rest on the tool's default switching activity, not on a simulated workload.
